`flow/run.sh`:
```
#!/bin/bash
# OpenROAD 26Q1-2900-gdf79404cd8, Yosys 0.63+post, stock flow scripts
make -C /OpenROAD-flow-scripts/flow DESIGN_CONFIG=/design/flow/config.mk WORK_HOME=/design/flow/orfs finish
```
`flow/config.mk`:
```
export PLATFORM = sky130hd
export DESIGN_NAME = DAC
export DESIGN_NICKNAME = DAC
export VERILOG_FILES = /design/flow/design.v
export SDC_FILE = /design/flow/constraint.sdc
export NUM_CORES = 4
export LEC_CHECK = 1
export CORE_UTILIZATION = 50
```
`flow/constraint.sdc`:
```
current_design DAC

set clk_period 7.4
set clk_io_pct 0.2

create_clock -name clk0 -period $clk_period [get_ports {clk}]

set non_clock_inputs [all_inputs -no_clocks]
set_input_delay [expr $clk_period * $clk_io_pct] -clock clk0 $non_clock_inputs
set_output_delay [expr $clk_period * $clk_io_pct] -clock clk0 [all_outputs]
```
`flow/design.v`:
```
module DAC(clk, rst, btn, add_sel, dac_csn, dac_ldacn, dac_wrn, dac_a_b, dac_d, led_out, seg_data, seg_sel, LCD_E, LCD_RS, LCD_RW, LCD_DATA);
input clk, rst;
input [5:0] btn;
input add_sel;
output reg dac_csn, dac_ldacn, dac_wrn, dac_a_b;
output reg [7:0] dac_d;
output reg [7:0] led_out;
output [7:0] seg_data;
output [7:0] seg_sel;
output LCD_E, LCD_RS, LCD_RW;
output [7:0] LCD_DATA;
reg [7:0] dac_d_temp;
wire [5:0] btn_t;
reg [1:0] state;
parameter DELAY = 2'b00,
          SET_WRN = 2'b01,
          UP_DATA = 2'b10;
integer cnt;
oneshot_universal #(.WIDTH(6)) O1(clk, rst, {btn[5:0]}, {btn_t[5:0]});
seg7_controller s1(clk, rst, led_out, seg_data, seg_sel);  
text_LCD t1(rst, clk, led_out, LCD_E, LCD_RS, LCD_RW, LCD_DATA);
always @(posedge clk or negedge rst) begin
    if(!rst) begin
        state <= DELAY;
        cnt <= 0;
     end
     else begin
        case(state)
            DELAY : begin
            if(cnt == 200) 
            {state, cnt} <= {SET_WRN, 0};            
            else cnt <= cnt + 1;        
            end      
            SET_WRN :  begin
            if(cnt == 50)
             {state, cnt} <= {UP_DATA, 0};
             else cnt <= cnt + 1;
             end  
            UP_DATA : begin
            if(cnt == 30)
            {state, cnt} <= {DELAY, 0};
            else cnt <= cnt + 1;
            end     
         endcase
      end
  end
always @(posedge clk or negedge rst) begin
    if(!rst) begin
        dac_wrn <= 1;
     end
     else begin
        case(state)
            DELAY :
                dac_wrn <= 1;
            SET_WRN :
                dac_wrn <= 0;
            UP_DATA :
                dac_d <= dac_d_temp;
         endcase
     end
 end
 always @(posedge clk or negedge rst) begin
    if(!rst) begin
        dac_d_temp <= 8'b0000_0000;
        led_out <= 8'b0101_0101;
        end
        else begin
            if      (btn_t == 6'b100000) dac_d_temp <= dac_d_temp - 8'b0000_0001;
            else if (btn_t == 6'b010000) dac_d_temp <= dac_d_temp + 8'b0000_0001;
            else if (btn_t == 6'b001000) dac_d_temp <= dac_d_temp - 8'b0000_0010;
            else if (btn_t == 6'b000100) dac_d_temp <= dac_d_temp + 8'b0000_0010;
            else if (btn_t == 6'b000010) dac_d_temp <= dac_d_temp - 8'b0000_1000;
            else if (btn_t == 6'b000001) dac_d_temp <= dac_d_temp + 8'b0000_1000;
             led_out <= dac_d_temp;
         end
     end
     always @(posedge clk) begin
        dac_csn <= 0;
        dac_ldacn <= 0;
        dac_a_b <= add_sel;   
     end
     endmodule      
module bin2bcd(clk, rst, led_out, bcd_out);
input clk, rst;
input [7:0] led_out;
reg [11:0] bcd;
output reg [11:0] bcd_out;
reg [2:0] i;
always @(posedge clk or negedge rst) begin
    if(!rst) begin
        bcd <= {4'd0, 4'd0, 4'd0};
        i <= 0;
     end
     else begin
        if(i==0) begin
            bcd[11:1] <= 11'b0000_0000_000;
            bcd[0] <= led_out[7];
            end
            else begin
            bcd[11:9] <= (bcd[11:8] >= 3'd5) ? bcd[11:8] + 2'd3 : bcd[11:8];
            bcd[8:5] <= (bcd[7:4] >= 3'd5) ? bcd[7:4] + 2'd3 : bcd[7:4];
            bcd[4:1] <= (bcd[3:0] >= 3'd5) ? bcd[3:0] + 2'd3 : bcd[3:0];
            bcd[0] <= led_out[7-i];
         end
         i <= i+1;
         end
      end
      always @(negedge rst or posedge clk) begin
        if(!rst) bcd_out <= {4'd0, 4'd0, 4'd0};
        else if(i==0) bcd_out <= bcd;
        end
     endmodule
module oneshot_universal(clk, rst, btn, btn_t);
parameter WIDTH = 1;
input clk, rst;
input [WIDTH-1:0] btn;
reg [WIDTH-1:0] btn_reg;
output reg [WIDTH-1:0] btn_t;
always @(negedge rst or posedge clk) begin
    if(!rst) begin
        btn_reg <= {WIDTH{1'b0}};
        btn_t <= {WIDTH{1'b0}};
      end
      else begin
        btn_reg <= btn;
        btn_t <= btn & ~ btn_reg;
      end
   end
   endmodule
module seg7_controller(clk, rst, led_out, seg_data, seg_sel);
input clk, rst;
input [7:0] led_out;
wire [11:0] bcd;
reg [3:0] display_bcd;
output reg [7:0] seg_data;
output reg [7:0] seg_sel;
bin2bcd b1(clk, rst, led_out, bcd);
always @(posedge clk or negedge rst) begin
    if(!rst) seg_sel <= 8'b11111110;
    else begin
        seg_sel <= {seg_sel[6:0], seg_sel[7]};
    end
end
always @(*) begin
    case(display_bcd[3:0])
    0 : seg_data = 8'b11111100;
    1 : seg_data = 8'b01100000;
    2 : seg_data = 8'b11011010;
    3 : seg_data = 8'b11110010;
    4 : seg_data = 8'b01100110;
    5 : seg_data = 8'b10110110;
    6 : seg_data = 8'b10111110;
    7 : seg_data = 8'b11100000;
    8 : seg_data = 8'b11111110;
    9 : seg_data = 8'b11110110;
    default : seg_data = 8'b00000000;
   endcase
end
always @(*) begin
    case(seg_sel)
        8'b11111110 : display_bcd = bcd[3:0];
        8'b11111101 : display_bcd = bcd[7:4];
        8'b11111011 : display_bcd = bcd[11:8];
        8'b11110111 : display_bcd = 4'b0000;
        8'b11101111 : display_bcd = 4'b0000;
        8'b11011111 : display_bcd = 4'b0000;
        8'b10111111 : display_bcd = 4'b0000;
        8'b01111111 : display_bcd = 4'b0000;
        default : display_bcd = 4'b0000;
        endcase
     end
 endmodule
module text_LCD(rst, clk, led_out, LCD_E, LCD_RS, LCD_RW, LCD_DATA);
input rst, clk;
input [7:0] led_out;
output LCD_E, LCD_RS, LCD_RW;
output reg[7:0] LCD_DATA;
wire LCD_E;
reg LCD_RS, LCD_RW;
reg [2:0] state;
parameter DELAY = 3'b000;
parameter FUNCTION_SET = 3'b001;
parameter ENTRY_MODE   = 3'b010;
parameter DISP_ONOFF   = 3'b011;
parameter LINE1        = 3'b100;
parameter LINE2        = 3'b101; 
parameter DELAY_T      = 3'b110; 
parameter CLEAR_DISP   = 3'b111;
integer cnt;
always @(posedge clk or negedge rst)
begin
    if(!rst)
        {state, cnt} = {DELAY, 0};
    else begin
        case(state)
            DELAY : begin
                if(cnt == 70) {state, cnt} = {FUNCTION_SET, 0};
                else cnt = cnt + 1;
            end
            FUNCTION_SET : begin
                if(cnt == 30) {state, cnt} = {DISP_ONOFF, 0};
                else cnt = cnt + 1;
            end
            DISP_ONOFF : begin
                if(cnt == 30) {state, cnt} = {ENTRY_MODE, 0};
                else cnt = cnt + 1;
            end
            ENTRY_MODE : begin
                if(cnt == 30) {state, cnt} = {LINE1, 0};
                else cnt = cnt + 1;
            end
            LINE1 : begin
                if(cnt == 20) {state, cnt} = {LINE2, 0};
                else cnt = cnt + 1;
            end
            LINE2 : begin
                if(cnt == 20) {state, cnt} = {DELAY_T, 0};
                else cnt = cnt + 1;
            end
            DELAY_T : begin
                if(cnt == 5) {state, cnt} = {CLEAR_DISP, 0};
                else cnt = cnt + 1;
            end
            CLEAR_DISP : begin
                if(cnt == 5) {state, cnt} = {LINE1, 0};
                else cnt = cnt + 1;
            end
            default : state = DELAY;
         endcase
     end
  end
always @(posedge clk or negedge rst)
begin
    if(!rst)
        {LCD_RS, LCD_RW, LCD_DATA} = 10'b1_1_00000000;
    else begin
        case(state)
            FUNCTION_SET : 
                {LCD_RS, LCD_RW, LCD_DATA} = 10'b0_0_0011_0000;  
            DISP_ONOFF :
                {LCD_RS, LCD_RW, LCD_DATA} = 10'b0_0_0000_1100;
            ENTRY_MODE :
                {LCD_RS, LCD_RW, LCD_DATA} = 10'b0_0_0000_0110;
            LINE1 :
               begin
                    case(cnt)
            00 : {LCD_RS, LCD_RW, LCD_DATA} = 10'b0_0_1000_0000;           
            01 : {LCD_RS, LCD_RW, LCD_DATA} = 10'b1_0_0010_0000;
            02 : {LCD_RS, LCD_RW, LCD_DATA} = {9'b1_0_0011_000,led_out[7]};   
            03 : {LCD_RS, LCD_RW, LCD_DATA} = {9'b1_0_0011_000,led_out[6]};
            04 : {LCD_RS, LCD_RW, LCD_DATA} = {9'b1_0_0011_000,led_out[5]};
            05 : {LCD_RS, LCD_RW, LCD_DATA} = {9'b1_0_0011_000,led_out[4]};
            06 : {LCD_RS, LCD_RW, LCD_DATA} = {9'b1_0_0011_000,led_out[3]};
            07 : {LCD_RS, LCD_RW, LCD_DATA} = {9'b1_0_0011_000,led_out[2]};
            08 : {LCD_RS, LCD_RW, LCD_DATA} = {9'b1_0_0011_000,led_out[1]};  
            09 : {LCD_RS, LCD_RW, LCD_DATA} = {9'b1_0_0011_000,led_out[0]};  
            10 : {LCD_RS, LCD_RW, LCD_DATA} = 10'b1_0_0010_0000;
            11 : {LCD_RS, LCD_RW, LCD_DATA} = 10'b1_0_0010_0000;
            12 : {LCD_RS, LCD_RW, LCD_DATA} = 10'b1_0_0010_0000;
            13 : {LCD_RS, LCD_RW, LCD_DATA} = 10'b1_0_0010_0000; 
            14 : {LCD_RS, LCD_RW, LCD_DATA} = 10'b1_0_0010_0000;
            15 : {LCD_RS, LCD_RW, LCD_DATA} = 10'b1_0_0010_0000;
            16 : {LCD_RS, LCD_RW, LCD_DATA} = 10'b1_0_0010_0000;
            default : {LCD_RS, LCD_RW, LCD_DATA} = 10'b1_0_0010_0000;
         endcase
     end
            LINE2 :   
            begin
                    case(cnt)
            00 : {LCD_RS, LCD_RW, LCD_DATA} = 10'b0_0_1100_0000;
            01 : {LCD_RS, LCD_RW, LCD_DATA} = 10'b1_0_0011_0010;  
            02 : {LCD_RS, LCD_RW, LCD_DATA} = 10'b1_0_0011_0000;  
            03 : {LCD_RS, LCD_RW, LCD_DATA} = 10'b1_0_0011_0010;  
            04 : {LCD_RS, LCD_RW, LCD_DATA} = 10'b1_0_0011_0000;  
            05 : {LCD_RS, LCD_RW, LCD_DATA} = 10'b1_0_0011_0100;  
            06 : {LCD_RS, LCD_RW, LCD_DATA} = 10'b1_0_0011_0100;  
            07 : {LCD_RS, LCD_RW, LCD_DATA} = 10'b1_0_0011_0000;  
            08 : {LCD_RS, LCD_RW, LCD_DATA} = 10'b1_0_0011_0000;  
            09 : {LCD_RS, LCD_RW, LCD_DATA} = 10'b1_0_0011_0011;  
            10 : {LCD_RS, LCD_RW, LCD_DATA} = 10'b1_0_0011_0010;  
            11 : {LCD_RS, LCD_RW, LCD_DATA} = 10'b1_0_0010_0000;
            12 : {LCD_RS, LCD_RW, LCD_DATA} = 10'b1_0_0010_0000;
            13 : {LCD_RS, LCD_RW, LCD_DATA} = 10'b1_0_0100_1011;  
            14 : {LCD_RS, LCD_RW, LCD_DATA} = 10'b1_0_0100_1010;  
            15 : {LCD_RS, LCD_RW, LCD_DATA} = 10'b1_0_0101_0111;  
            16 : {LCD_RS, LCD_RW, LCD_DATA} = 10'b1_0_0010_0000;
            default : {LCD_RS, LCD_RW, LCD_DATA} = 10'b1_0_0010_0000;
         endcase
     end
            DELAY_T : 
                {LCD_RS, LCD_RW, LCD_DATA} = 10'b0_0_0000_0010;
            CLEAR_DISP :
                {LCD_RS, LCD_RW, LCD_DATA} = 10'b0_0_0000_0001;
            default :
                {LCD_RS, LCD_RW, LCD_DATA} = 10'b1_1_0000_0000;
         endcase
      end
   end
  assign LCD_E = clk;
  endmodule    
```
==> flow_summary.json <==
{
  "outcome": "completed",
  "critical_path.max_fanout": 2,
  "tritoncts": "yes",
  "rows": 46,
  "area_growth_pct": 16.6,
  "drive_gt1_share_pct": 8.24,
  "worstSetupEndpointType": "primary output",
  "worst_hold_slack_ns": 0.380,
  "placeableCoreArea_sq_um": 15900,
  "fin_tns_setup_ns": 0,
  "proportion_of_power_drawn_by_flip_flops_and_latches_pct": 45.6,
  "setup_slack_of_the_worst_register_to_register_path_ns": 4.77,
  "post_detailed_placement_cell_area_sq_um": 8810,
  "critPathLaunchType": "clock port",
  "routed_wirelength_microns": 16600,
  "cts-resized-gates": 0,
  "worst_ir_drop_vdd_uv": 151,
  "final-hold-violation-count": 0,
  "synth-seq-area-share_pct": 49.3,
  "cell_internal_pwr_mw": 1.75,
  "postCtsSetupBuffers": 0,
  "share_comb_of_total_power_pct": 15.5,
  "path_class": "clk -> out",
  "avgViaCountPerCell": 5.55,
  "worst-slew-pin-transition_ns": 0.917,
  "vias_in_the_first_global_route": 5716,
  "final_cell_area_sq_um": 9480,
  "vias": 6053,
  "wire_length_of_the_first_global_routing_pass_microns": 28200,
  "detail_route.wl_per_cell_microns": 15.2,
  "grt_max_degree": 59,
  "power_leakage_nw": 4.07,
  "antenna_left": 0,
  "power.total_mw": 2.43,
  "antenna-diode-count": 0,
  "gpl.final_weighted_congestion": 0.920,
  "hpwl_detailed_microns": 11700,
  "grt_antenna_before_repair": 0,
  "grt.total_usage_pct": 22.1,
  "async_reset_ff_share_pct": 94.3,
  "rsz0062_at_grt": "false",
  "worstPathArrival_ns": 4.33,
  "min_delay_path_depth": 0,
  "clkSlewWorstSetupHoldPaths_ns": 0.06,
  "drcViolationCount": 0,
  "post_synth.cell_area_avg_sq_um": 10.0,
  "die.size.x_microns": 130,
  "ys_types": 76,
  "die_h_microns": 130,
  "initCoreUtil_pct": 51.2,
  "chipArea_sq_um": 16800,
  "number_of_violations_of_the_max_capacitance_limit": 0,
  "sw_ratio_pct": 27.8,
  "hold_buffers": 0,
  "syn-cell-area_sq_um": 8130,
  "hold_path_startpoint": "s1.seg_sel[2]",
  "worstPathRequired_ns": 5.92,
  "yosysWarnings": 5,
  "firstDrtPassIters": 7,
  "pwr_density_cell_nw_per_um2": 256,
  "skew_ns": 0.00826,
  "netlist_instances": 811,
  "flip_flop_and_latch_count_after_synthesis": 158,
  "io_buffer_count": 52,
  "timing.hold.worst.class": "reg -> reg",
  "synth_chip_area_sq_um": 8130,
  "worst_skew_pair.late_latency_ns": 0.53,
  "pwr-share-clk_pct": 38.9,
  "number_of_enable_type_register_cells_in_the_synthesized_netlist": 8,
  "maxSlewHeadroom_pct": 38.9,
  "r2r_start": "t1.cnt[27]",
  "design.portCount": 56,
  "netSwitchingPower_uw": 676,
  "reg.largest.list": "cnt: 32 flops, t1.cnt: 32 flops",
  "worst_reg_to_reg_path_cell_count": 5,
  "setup_viol": 0,
  "timing.rr.end": "t1.cnt[0]",
  "number_of_standard_cells_reported_by_yosys": 811,
  "final_max_slew_viol_count": 0,
  "grt-ovfl-total": 0,
  "drt_iter0_drc": 434,
  "yosys_most_used_dff": "sky130_fd_sc_hd__dfrtp_1",
  "openroad.warnings": 45,
  "whs_endpoint": "s1.seg_sel[3]"
}
[worst max path at each step]
stage,slack [ns],endpoint,startpoint
4_1_cts,1.58,LCD_E,clk
5_1_grt,1.56,LCD_E,clk
6_report,1.59,LCD_E,clk
[cell type report]
type                    count  area [sq um]
fillers                  1281          6410
inverters                  33           124
repair buffers             56           549
well taps                 216           270
multi-input cells         591          3850
clock inverters            11           115
clock buffers              25           557
flip-flops and latches    158          4010
[power groups by stage]
stage | combinational (mW) | sequential, mW | clock, mW
global route | 0.420 | 1.12 | 1.01
CTS | 0.378 | 1.11 | 0.966
finish | 0.378 | 1.11 | 0.944
[per-layer routing]
| layer | GRT usage [%] | up-vias | routed length, microns |
|---|---|---|---|
| met2 | 32.4 | 136 | 7540 |
| met5 | 0 | - | 0 |
| met3 | 5.85 | 12 | 826 |
| met4 | 2.87 | 0 | 182 |
| li1 | - | 2994 | - |
| met1 | 35.8 | 2911 | 8070 |
[logic make-up (layout without fill, tap and decap cells)]
logic type	count (synthesis)	count (layout)	synth area share [%]
AND-OR/OR-AND	134	134	11.1
XOR/XNOR	73	73	7.86
adder cells (fa/ha/maj)	34	34	5.31
buffers and inverters	64	125	3.40
flip-flops	158	158	49.3
multiplexers	11	11	1.74
other	1	3	0.0461
AND/OR/NAND/NOR	336	336	21.3
[per-stage QoR]
stage / cells / setup WS, ns / util [%]
after detailed placement: 1055 / 1.85 / 55.5
after floorplan: 813 / 2.12 / -
after global routing: 1090 / 1.56 / 59.7
after global placement: 1055 / 1.85 / 55.5
final: 1090 / 1.59 / 59.7
after CTS: 1090 / 1.58 / 59.7
[synth_stat cells (4+ instances only)]
library cell | instances | share of area [%]
sky130_fd_sc_hd__dfrtp_1 | 133 | 41
sky130_fd_sc_hd__nand2_1 | 86 | 4.0
sky130_fd_sc_hd__nor2_1 | 62 | 2.9
sky130_fd_sc_hd__xnor2_1 | 53 | 5.7
sky130_fd_sc_hd__nand3_1 | 39 | 2.4
sky130_fd_sc_hd__inv_1 | 33 | 1.5
sky130_fd_sc_hd__ha_1 | 32 | 4.9
sky130_fd_sc_hd__o21ai_0 | 30 | 1.8
sky130_fd_sc_hd__nor3_1 | 25 | 1.5
sky130_fd_sc_hd__a21oi_1 | 23 | 1.4
sky130_fd_sc_hd__nand4_1 | 23 | 1.8
sky130_fd_sc_hd__xor2_1 | 20 | 2.2
sky130_fd_sc_hd__clkbuf_1 | 19 | 0.88
sky130_fd_sc_hd__and3_1 | 16 | 1.2
sky130_fd_sc_hd__dfstp_2 | 16 | 5.2
sky130_fd_sc_hd__nor4_1 | 15 | 1.2
sky130_fd_sc_hd__nor2b_1 | 12 | 0.92
sky130_fd_sc_hd__nand2b_1 | 10 | 0.77
sky130_fd_sc_hd__o22ai_1 | 10 | 0.77
sky130_fd_sc_hd__or4_1 | 10 | 0.92
sky130_fd_sc_hd__edfxtp_1 | 8 | 3.0
sky130_fd_sc_hd__a211oi_1 | 7 | 0.65
sky130_fd_sc_hd__and4_1 | 7 | 0.75
sky130_fd_sc_hd__o31ai_1 | 6 | 0.55
sky130_fd_sc_hd__a21o_1 | 5 | 0.46
sky130_fd_sc_hd__a22oi_1 | 5 | 0.46
sky130_fd_sc_hd__a31oi_1 | 5 | 0.38
sky130_fd_sc_hd__and2_1 | 5 | 0.38
sky130_fd_sc_hd__buf_2 | 5 | 0.31
sky130_fd_sc_hd__mux2_2 | 5 | 0.69
sky130_fd_sc_hd__or3_1 | 5 | 0.38
sky130_fd_sc_hd__a221oi_1 | 4 | 0.43
sky130_fd_sc_hd__buf_4 | 4 | 0.37
sky130_fd_sc_hd__mux2i_1 | 4 | 0.49
sky130_fd_sc_hd__o21a_1 | 4 | 0.37
[worst max-delay path, cell delays in order]
cell	delay [ns]
sky130_fd_sc_hd__clkbuf_16	0.12
sky130_fd_sc_hd__clkbuf_16	0.13
sky130_fd_sc_hd__clkdlybuf4s50_1	0.39
[placed cells by master, fill, tap and decap left out, types with 5 or more instances in the layout]
cell and instances:
sky130_fd_sc_hd__nand2b_1 10, sky130_fd_sc_hd__dfstp_2 16, sky130_fd_sc_hd__buf_4 5, sky130_fd_sc_hd__nor2b_1 12
sky130_fd_sc_hd__edfxtp_1 8, sky130_fd_sc_hd__and2_1 5, sky130_fd_sc_hd__clkbuf_16 21, sky130_fd_sc_hd__a21oi_1 23
sky130_fd_sc_hd__mux2_2 5, sky130_fd_sc_hd__o31ai_1 6, sky130_fd_sc_hd__nor4_1 15, sky130_fd_sc_hd__nor2_1 62
sky130_fd_sc_hd__dfrtp_1 133, sky130_fd_sc_hd__or4_1 10, sky130_fd_sc_hd__nand4_1 23, sky130_fd_sc_hd__a31oi_1 5
sky130_fd_sc_hd__ha_1 32, sky130_fd_sc_hd__inv_1 33, sky130_fd_sc_hd__clkdlybuf4s50_1 51, sky130_fd_sc_hd__xnor2_1 53
sky130_fd_sc_hd__and3_1 16, sky130_fd_sc_hd__o21ai_0 30, sky130_fd_sc_hd__a22oi_1 5, sky130_fd_sc_hd__a211oi_1 7
sky130_fd_sc_hd__or3_1 5, sky130_fd_sc_hd__nor3_1 25, sky130_fd_sc_hd__xor2_1 20, sky130_fd_sc_hd__o22ai_1 10
sky130_fd_sc_hd__and4_1 7, sky130_fd_sc_hd__nand3_1 39, sky130_fd_sc_hd__a21o_1 5, sky130_fd_sc_hd__nand2_1 86
sky130_fd_sc_hd__clkinv_2 5
Power and IR drop assume default switching activity.
