==> flow/design.v <==
module text_LCD_basic(rst, clk, LCD_E, LCD_RS, LCD_RW, LCD_DATA, LED_out);
input rst, clk;
output LCD_E, LCD_RS, LCD_RW;
output reg[7:0] LCD_DATA;
output reg[7:0] LED_out;
wire LCD_E;
reg LCD_RS, LCD_RW;
reg [2:0] state;
parameter DELAY = 3'b000;
parameter FUNCTION_SET = 3'b001;
parameter ENTRY_MODE   = 3'b010;
parameter DISP_ONOFF   = 3'b011;
parameter LINE1        = 3'b100;
parameter LINE2        = 3'b101; 
parameter DELAY_T      = 3'b110; 
parameter CLEAR_DISP   = 3'b111;
integer cnt;
always @(posedge clk or negedge rst)
begin
    if(!rst)
        {state, cnt} = {DELAY, 0};
    else begin
        case(state)
            DELAY : begin
                LED_out = 8'b1000_0000;
                if(cnt == 70) {state, cnt} = {FUNCTION_SET, 0};
                else cnt = cnt + 1;
            end
            FUNCTION_SET : begin
                LED_out = 8'b0100_0000;
                if(cnt == 30) {state, cnt} = {DISP_ONOFF, 0};
                else cnt = cnt + 1;
            end
            DISP_ONOFF : begin
                LED_out = 8'b0010_0000;
                if(cnt == 30) {state, cnt} = {ENTRY_MODE, 0};
                else cnt = cnt + 1;
            end
            ENTRY_MODE : begin
                LED_out = 8'b0001_0000;
                if(cnt == 30) {state, cnt} = {LINE1, 0};
                else cnt = cnt + 1;
            end
            LINE1 : begin
                LED_out = 8'b0000_1000;
                if(cnt == 20) {state, cnt} = {DELAY_T, 0};
                else cnt = cnt + 1;
            end
            LINE2 : begin
                LED_out = 8'b0000_0100;
                if(cnt == 20) {state, cnt} = {DELAY_T, 0};
                else cnt = cnt + 1;
            end
            DELAY_T : begin
                LED_out = 8'b0000_0010;
                if(cnt == 5) {state, cnt} = {CLEAR_DISP, 0};
                else cnt = cnt + 1;
            end
            CLEAR_DISP : begin
                LED_out = 8'b0000_0001;
                if(cnt == 5) {state, cnt} = {LINE1, 0};
                else cnt = cnt + 1;
            end
            default : state = DELAY;
         endcase
     end
  end
always @(posedge clk or negedge rst)
begin
    if(!rst)
        {LCD_RS, LCD_RW, LCD_DATA} = 10'b1_1_00000000;
    else begin
        case(state)
            FUNCTION_SET : 
                {LCD_RS, LCD_RW, LCD_DATA} = 10'b0_0_0011_1000;
            DISP_ONOFF :
                {LCD_RS, LCD_RW, LCD_DATA} = 10'b0_0_0000_1100;
            ENTRY_MODE :
                {LCD_RS, LCD_RW, LCD_DATA} = 10'b0_0_0000_0110;
            LINE1 :
                begin
                    case(cnt)
            00 : {LCD_RS, LCD_RW, LCD_DATA} = 10'b0_0_1000_0000;           
            01 : {LCD_RS, LCD_RW, LCD_DATA} = 10'b1_0_0010_0000;
            02 : {LCD_RS, LCD_RW, LCD_DATA} = 10'b1_0_0100_1000;  
            03 : {LCD_RS, LCD_RW, LCD_DATA} = 10'b1_0_0100_0101;  
            04 : {LCD_RS, LCD_RW, LCD_DATA} = 10'b1_0_0100_1100;  
            05 : {LCD_RS, LCD_RW, LCD_DATA} = 10'b1_0_0100_1100;  
            06 : {LCD_RS, LCD_RW, LCD_DATA} = 10'b1_0_0100_1111;  
            07 : {LCD_RS, LCD_RW, LCD_DATA} = 10'b1_0_0010_0000;
            08 : {LCD_RS, LCD_RW, LCD_DATA} = 10'b1_0_0101_0111;  
            09 : {LCD_RS, LCD_RW, LCD_DATA} = 10'b1_0_0100_1111;  
            10 : {LCD_RS, LCD_RW, LCD_DATA} = 10'b1_0_0101_0010;  
            11 : {LCD_RS, LCD_RW, LCD_DATA} = 10'b1_0_0100_1100;  
            12 : {LCD_RS, LCD_RW, LCD_DATA} = 10'b1_0_0100_0100;  
            13 : {LCD_RS, LCD_RW, LCD_DATA} = 10'b1_0_0010_0001;  
            14 : {LCD_RS, LCD_RW, LCD_DATA} = 10'b1_0_0010_0000;
            15 : {LCD_RS, LCD_RW, LCD_DATA} = 10'b1_0_0010_0000;
            16 : {LCD_RS, LCD_RW, LCD_DATA} = 10'b1_0_0010_0000;
            default : {LCD_RS, LCD_RW, LCD_DATA} = 10'b1_0_0010_0000;
         endcase
     end
            LINE2 :
            begin
                    case(cnt)
            00 : {LCD_RS, LCD_RW, LCD_DATA} = 10'b0_0_1100_0000;
            01 : {LCD_RS, LCD_RW, LCD_DATA} = 10'b1_0_0011_0010;  
            02 : {LCD_RS, LCD_RW, LCD_DATA} = 10'b1_0_0011_0000;  
            03 : {LCD_RS, LCD_RW, LCD_DATA} = 10'b1_0_0011_0010;  
            04 : {LCD_RS, LCD_RW, LCD_DATA} = 10'b1_0_0011_0000;  
            05 : {LCD_RS, LCD_RW, LCD_DATA} = 10'b1_0_0011_0100;  
            06 : {LCD_RS, LCD_RW, LCD_DATA} = 10'b1_0_0011_0100;  
            07 : {LCD_RS, LCD_RW, LCD_DATA} = 10'b1_0_0011_0000;  
            08 : {LCD_RS, LCD_RW, LCD_DATA} = 10'b1_0_0011_0000;  
            09 : {LCD_RS, LCD_RW, LCD_DATA} = 10'b1_0_0011_0011;  
            10 : {LCD_RS, LCD_RW, LCD_DATA} = 10'b1_0_0011_0010;  
            11 : {LCD_RS, LCD_RW, LCD_DATA} = 10'b1_0_0010_0000;
            12 : {LCD_RS, LCD_RW, LCD_DATA} = 10'b1_0_0010_0000;
            13 : {LCD_RS, LCD_RW, LCD_DATA} = 10'b1_0_0100_1011;  
            14 : {LCD_RS, LCD_RW, LCD_DATA} = 10'b1_0_0100_1010;  
            15 : {LCD_RS, LCD_RW, LCD_DATA} = 10'b1_0_0101_0111;  
            16 : {LCD_RS, LCD_RW, LCD_DATA} = 10'b1_0_0010_0000;
            default : {LCD_RS, LCD_RW, LCD_DATA} = 10'b1_0_0010_0000;
         endcase
     end
            DELAY_T : 
                {LCD_RS, LCD_RW, LCD_DATA} = 10'b0_0_0000_0010;
            CLEAR_DISP :
                {LCD_RS, LCD_RW, LCD_DATA} = 10'b0_0_0000_0001;
            default :
                {LCD_RS, LCD_RW, LCD_DATA} = 10'b1_1_0000_0000;
         endcase
      end
   end
  assign LCD_E = clk;
  endmodule    
==> flow/run.sh <==
#!/bin/bash
# OpenROAD 26Q1-2900-gdf79404cd8, Yosys 0.63+post, stock flow scripts
make -C /OpenROAD-flow-scripts/flow DESIGN_CONFIG=/design/flow/config.mk WORK_HOME=/design/flow/orfs finish
==> flow/config.mk <==
export PLATFORM = sky130hd
export DESIGN_NAME = text_LCD_basic
export DESIGN_NICKNAME = text_LCD_basic
export VERILOG_FILES = /design/flow/design.v
export SDC_FILE = /design/flow/constraint.sdc
export NUM_CORES = 4
export LEC_CHECK = 1
export CORE_UTILIZATION = 40
==> flow/constraint.sdc <==
current_design text_LCD_basic

set clk_period 7.6
set clk_io_pct 0.2

create_clock -name clk0 -period $clk_period [get_ports {clk}]

set non_clock_inputs [all_inputs -no_clocks]
set_input_delay [expr $clk_period * $clk_io_pct] -clock clk0 $non_clock_inputs
set_output_delay [expr $clk_period * $clk_io_pct] -clock clk0 [all_outputs]
==> flow_summary_export.csv <==
group,metric,value,unit
outcome,run_status,"finished with violations",
final_timing,skew,5.67,ps
final_timing,final.setup.tns,0,ps
final_layout,layoutNonFillerInstCount,345,
final_timing,worst_pin_slew,753,ps
synthesis,synth_async_sr_flop_share,87.5,%
grt,grt_overflow,0,
placement,hpwlAfterDp,3.41,mm
drt,wl_per_cell,14.3,um
synthesis,synth_xor_xnor_area_share,9.45,%
power_and_ir_drop,power-per-cell-area,179,mW/mm2
clocking,clkSlewWorstSetupHoldPaths,90,ps
power_and_ir_drop,worst_vdd_rail_ir_drop,0.000106,V
final_timing,postLayoutSetupSlackWorst,1670,ps
synthesis,synth-area-yosys,0.00269,mm2
setup_path,worst_path_largest_cell_delay,390,ps
synthesis,mux_area_share,1.63,%
final_timing,tightest_hold_margin,489,ps
synthesis,synthesis.area,0.00269,mm2
placement,detailedPlace.worstSlack,1910,ps
clocking,cts.repair.resized,0,
placement,port_buffers,19,
drt,drcViolationCount,9,
clocking,clock_tree_from_tritoncts,"done",
final_timing,setup_viols_final,0,
setup_path,worstSetupPathDepth,3,
clocking,clock_latency,410,ps
min_path,holdCritPathClass,"reg -> reg",
synthesis,ys_ff,56,
final_timing,unrepaired_setup_endpoints_after_global_routing,"no",
placement,placed_cells_incl_taps,334,
job,stage_log_warnings,30,
job,max_cap_violations,0,
grt,grt_first_pass_wirelength,8.49,mm
floorplan,chip_width,84.0,um
synthesis,yosys.stat.seqShare,53.6,%
synthesis,dominantRegCellSynth,"sky130_fd_sc_hd__dfrtp_1",
synthesis,post_synth_ao_oa_area_fraction,7.26,%
floorplan,num_io_pins,21,
setup_path,worst_setup_path_start_kind,"clock port",
synthesis,prevailing_logic_family_in_the_synthesized_netlist,"simple AND/OR/NAND/NOR gates",
setup_path,timing.setup.critical_path_class,"clk -> out",
floorplan,core,0.00642,mm2
floorplan,core_util_floorplan,41.9,%
grt,initial_antenna_violation_count,0,
drt,detail-route-antenna-nets,0,
floorplan,core.rowCount,29,
grt,grt_pass1_vias,1684,
min_path,min_delay_path_depth,1,
outcome,violated_checks,"design-rule violations",
final_layout,areaGrowthSynthToFinish,14.5,%
setup_path,timing.critical_path.arrival,4410,ps
final_layout,finish.utilization,47.9,%
drt,dr.first_iter.drc_count,94,
clocking,postCtsSetupBuffers,0,
setup_path,cp_num_buf_inv,3,
setup_path,critical_path.top_delay_family,"buffers and inverters",
final_timing,final-max-slew-violation-count,0,
drt,finalWirelength,4.95,mm
drt,routed-via-count,1824,
drt,viasPerCell,5.29,
floorplan,die_y,84.0,um
final_layout,share_of_cells_above_drive_strength_1,10.8,%
placement,gp_congestion,0.845,
setup_path,r2r_cells,5,
synthesis,average_footprint_of_a_synthesized_cell,10.8,um2
setup_path,crit_required,6080,ps
synthesis,fa_ha_area_share,2.79,%
synthesis,syn_inst,249,
drt,antennaDiodeCount,0,
setup_path,path_common_cell,"sky130_fd_sc_hd__clkbuf_8",
drt,drt_pre_antenna_iters,45,
floorplan,fp.dieArea,0.00705,mm2
setup_path,crit_slowest_cell,"sky130_fd_sc_hd__clkdlybuf4s50_1",
clocking,ctsHoldBuffers,0,
final_timing,timing.slew.headroom,49.1,%
power_and_ir_drop,cellLeakagePower,1.31,nW
synthesis,netlist-cell-type-count,47,
setup_path,critical_path.cell_chain,"clkbuf_8 > clkbuf_8 > clkdlybuf4s50_1",
setup_path,critPathCaptureType,"primary output",
synthesis,yosysCellCount,249,
synthesis,ys_sh_simple,21.5,%
grt,grt_use_total,15.7,%
synthesis,edf_count,7,
synthesis,ys.warnings.count,1,
setup_path,crit_path_max_fanout,2,
final_timing,finalHoldViolations,0,
grt,grt_max_degree,57,
## flip-flops by register name, indices dropped and copies added (netlist names), named ones only
name,count
LCD_RW,1
cnt,32
state,4
LCD_RS,1
LCD_DATA,8
LED_out,7
## cell usage in the layout, fill, tap and decap left out, drive strengths merged, types with 6 or more instances in the layout
cell	n
nand3	16
nor4	7
nand2	22
xnor2	21
dfrtp	46
nand4	9
clkbuf	9
nor2	18
o21ai	7
edfxtp	7
xor2	8
ha	6
a21oi	6
inv	11
clkdlybuf4s50	18
## per-layer routing
layer	global-route usage, %	share of wire (%)
met1	27.4	54
met2	20.7	41
met3	3.82	3.9
met4	2.66	1.8
met5	0	0
## synth_stat cells (6+ instances only)
master | n | area share [%]
sky130_fd_sc_hd__a21oi_1 | 6 | 1.1
sky130_fd_sc_hd__clkbuf_1 | 11 | 1.5
sky130_fd_sc_hd__dfrtp_1 | 46 | 43
sky130_fd_sc_hd__edfxtp_1 | 7 | 7.8
sky130_fd_sc_hd__ha_1 | 6 | 2.8
sky130_fd_sc_hd__inv_1 | 11 | 1.5
sky130_fd_sc_hd__nand2_1 | 22 | 3.1
sky130_fd_sc_hd__nand3_1 | 16 | 3.0
sky130_fd_sc_hd__nand4_1 | 9 | 2.1
sky130_fd_sc_hd__nor2_1 | 18 | 2.5
sky130_fd_sc_hd__o21ai_0 | 7 | 1.3
sky130_fd_sc_hd__xnor2_1 | 21 | 6.8
sky130_fd_sc_hd__xor2_1 | 8 | 2.6
## power by group
group          switching, mW  internal (mW)
Sequential          0.000193          0.304
Combinational        0.00546        0.00199
Clock                 0.0990          0.140
## final timing paths
path | endpoint | start | slack [ps]
max | LCD_E | clk | 1670
min | cnt[31] | cnt[31] | 490
max reg2reg | cnt[0] | cnt[2] | 5030
min reg2reg | cnt[31] | cnt[31] | 490
max in group asynchronous | cnt[6] | rst | 5920
min in group asynchronous | LCD_DATA[7] | rst | 1230
## cells by family after synthesis
family / Yosys count
AND-OR/OR-AND: 26
XOR/XNOR: 29
adder cells (fa/ha/maj): 6
buffers and inverters: 24
flip-flops: 56
multiplexers: 4
other: 1
AND/OR/NAND/NOR: 103
## area by class of cell
cell class / count / area (um2)
timing repair buffer: 20 / 190
multi-input combinational: 169 / 1150
clock inverter: 2 / 35.0
clock buffer: 10 / 124
inverter: 11 / 41.3
sequential: 56 / 1440
fill: 565 / 3340
tap: 77 / 96.3
## per-stage QoR
step	total power, mW	area [um2]
finish	0.550	3080
global route	0.577	3080
CTS	0.557	3080
detailed placement	0.327	2930
global placement	0.326	2930
floorplan	0.316	2690
Power figures rest on the tool's default switching activity, not on a simulated workload.
